==> flow/design.v <==
module SPIMaster #(parameter CLK_DIV = 2)(
        input clk,
        input reset_n,
        input miso,
        output mosi,
        output sck,
        input data_tx_send,
        input[7:0] data_tx,
        output[7:0] data_rx,
        output busy,
        output new_data
    );
    localparam STATE_SIZE = 2;
    localparam IDLE = 2'd0,
            WAIT_HALF = 2'd1,
            TRANSFER = 2'd2;
    reg [STATE_SIZE-1:0] state_d, state_q;
    reg [7:0] data_d, data_q;
    reg [CLK_DIV-1:0] sck_d, sck_q;
    reg mosi_d, mosi_q;
    reg [2:0] ctr_d, ctr_q;
    reg new_data_d, new_data_q;
    reg [7:0] data_rx_d, data_rx_q;
    wire rst; 
    assign mosi = mosi_q;
    assign sck = (sck_q[CLK_DIV-1]) & (state_q == TRANSFER);  
    assign busy = state_q != IDLE;
    assign data_rx = data_rx_q;
    assign new_data = new_data_q;
	assign rst = ~reset_n;
    always @(*) begin
        sck_d = sck_q;
        data_d = data_q;
        mosi_d = mosi_q;
        ctr_d = ctr_q;
        new_data_d = 1'b0;
        data_rx_d = data_rx_q;
        state_d = state_q;
        case (state_q)
            IDLE: begin
                sck_d = 4'b0;
                ctr_d = 3'b0;
                if (data_tx_send == 1'b1) begin
                    data_d = data_tx;
                    state_d = WAIT_HALF;
                end
            end
            WAIT_HALF: begin
                sck_d = sck_q + 1'b1;
                if (sck_q == {CLK_DIV-1{1'b1}}) begin
                    sck_d = 1'b0;
                    state_d = TRANSFER;
                end
            end
            TRANSFER: begin
                sck_d = sck_q + 1'b1;
                if (sck_q == 4'b0000) begin
                    mosi_d = data_q[7];
                end else if (sck_q == {CLK_DIV-1{1'b1}}) begin
                    data_d = {data_q[6:0], miso};
                end else if (sck_q == {CLK_DIV{1'b1}}) begin
                    ctr_d = ctr_q + 1'b1;
                    if (ctr_q == 3'b111) begin
                        state_d = IDLE;
                        data_rx_d = data_q;
                        new_data_d = 1'b1;
                    end
                end
            end
        endcase
    end
    always @(posedge clk) begin
        if (rst) begin
            ctr_q <= 3'b0;
            data_q <= 8'b0;
            sck_q <= 4'b0;
            mosi_q <= 1'b0;
            state_q <= IDLE;
            data_rx_q <= 8'b0;
            new_data_q <= 1'b0;
        end else begin
            ctr_q <= ctr_d;
            data_q <= data_d;
            sck_q <= sck_d;
            mosi_q <= mosi_d;
            state_q <= state_d;
            data_rx_q <= data_rx_d;
            new_data_q <= new_data_d;
        end
    end
endmodule
==> flow/run.sh <==
#!/bin/bash
# OpenROAD 26Q1-2900-gdf79404cd8, Yosys 0.63+post, stock flow scripts
make -C /OpenROAD-flow-scripts/flow DESIGN_CONFIG=/design/flow/config.mk WORK_HOME=/design/flow/orfs finish
==> flow/config.mk <==
export PLATFORM = sky130hd
export DESIGN_NAME = SPIMaster
export DESIGN_NICKNAME = SPIMaster
export VERILOG_FILES = /design/flow/design.v
export SDC_FILE = /design/flow/constraint.sdc
export NUM_CORES = 4
export LEC_CHECK = 1
export CORE_AREA = 10 10 98 98
export DIE_AREA = 0 0 108 108
==> flow/constraint.sdc <==
current_design SPIMaster

set clk_period 1.8
set clk_io_pct 0.2

create_clock -name clk0 -period $clk_period [get_ports {clk}]

set non_clock_inputs [all_inputs -no_clocks]
set_input_delay [expr $clk_period * $clk_io_pct] -clock clk0 $non_clock_inputs
set_output_delay [expr $clk_period * $clk_io_pct] -clock clk0 [all_outputs]
==> flow_summary.json <==
{
  "grt_pass1_vias": 901,
  "path_max_fanout": 4,
  "min_period_over_period_pct": 94.0,
  "grt_overflow": 0,
  "numSynthFlops": 25,
  "ys_types": 29,
  "async_flop_share_pct": 0,
  "grt_pass1_wl_um": 4260,
  "final_cells": 263,
  "rows": 32,
  "antenna_found_initial": 0,
  "fin_hold_ws_ps": 457,
  "clk_latency_ps": 270,
  "yosys_warnings": 1,
  "netlist_instances": 131,
  "tightestPinTransition_ps": 438,
  "avgSynthCellArea_um2": 9.52,
  "worstPathArrival_ps": 1330,
  "tns_ps": 0,
  "cts_tree": "built",
  "min_to": "mosi_q",
  "leakagePower_uw": 0.000689,
  "setup_slack_ps": 108,
  "portBuffers": 23,
  "area_delta_synth_final_pct": 37.1,
  "p_per_area_mw_per_mm2": 1110,
  "r2r-start": "sck_q[1]",
  "simple_gate_share_pct": 16.1,
  "die_w_um": 108,
  "htreeDepth": 1,
  "maxSlewViolCount": 0,
  "switching_share_pct": 34.8,
  "ys_seq_share_pct": 40.1,
  "synth-adder-area-share_pct": 12.0,
  "cts_made_buffers": 3,
  "firstDrtPassIters": 4,
  "viasPerCell": 3.71,
  "final_layout_size_suffix_gt1_share_pct": 13.7,
  "topCellsByArea": "dfxtp_1, mux2i_1, ha_1",
  "r2r-end": "ctr_q[0]",
  "fmax_mhz": 591,
  "fp-utilization_pct": 16.3,
  "slew_headroom_pct": 70.7,
  "ys_cells": 131,
  "top_level_ports": 24,
  "cp-end-kind": "output port",
  "p_clk_share_pct": 17.6,
  "max-vdd-ir-drop_v": 0.000337,
  "crit_type": "reg2out",
  "vias": 977,
  "chip_area_mm2": 0.0117,
  "drc": 0,
  "pwr-share-comb_pct": 42.7,
  "hold_depth": 2,
  "dp_hpwl_um": 2050,
  "yosys.area.top_type": "dfxtp_1",
  "edf_count": 0,
  "synth.logic.top_family": "simple AND/OR/NAND/NOR gates",
  "reg2regPathDepth": 6,
  "cts_root_buffer": "clkbuf_8",
  "hold_start": "mosi_q",
  "top_area_share_pct": 40.1,
  "dp.cells": 256,
  "grtUsageTotal_pct": 4.37,
  "period_needed_ps": 1690,
  "power.switching_uw": 663,
  "ctsLongestPathBuffers": 2,
  "yosys.area_share.aoi_pct": 11.7,
  "required_ps": 1440,
  "start_kind": "flip-flop",
  "ys_sh_xor_pct": 0,
  "min_path_type": "reg2reg",
  "rsz0062_at_grt": "false",
  "syn_area_mm2": 0.00125,
  "clock-sinks": 25,
  "worst_clock_skew_ps": 4.80,
  "status": "completed",
  "core_mm2": 0.00765,
  "pre_cts_slack_ps": 97.3,
  "cts_hold_buf": 0,
  "n_antenna_cell": 0,
  "tool_warnings": 33,
  "die_h_um": 108,
  "wl_per_cell_um": 10.2,
  "muxShareOfSynthArea_pct": 15.2,
  "grt_max_degree": 24,
  "internal_power_uw": 1240,
  "seqPwrFrac_pct": 39.6,
  "hold_viol_final": 0,
  "flop_cell": "dfxtp_1",
  "drt_wl_total_um": 2680,
  "first_iter_violations": 51,
  "maxCapViolations": 0,
  "ant_nets": 0,
  "yosysChipArea_mm2": 0.00125,
  "finalSetupViolCount": 0,
  "reg2reg_slack_ps": 110,
  "clk_pin_slew_ps": 90,
  "gp_congestion": 0.811
}
[per-stage QoR]
stage	total power, µW	area, µm²	utilization (%)
floorplan	1290	1250	-
global placement	1500	1630	21.3
detailed placement	1520	1630	21.3
CTS	1900	1700	22.2
global route	2060	1710	22.4
finish	1900	1710	22.4
[sequential cells by signal, indices dropped and copies added, names as in the netlist]
register    flops
data_q          8
data_rx_q       8
sck_q           2
mosi_q          1
new_data_q      1
ctr_q           3
state_q         2
[timing repair]
item                       4_1_cts  5_1_grt
setup endpoints to repair        2        2
gates resized                    5        3
buffers inserted                 3        0
pin swaps                        0        0
[cell usage after synthesis, types with 2 or more instances]
cell,n
dfxtp_1,25
nor2_1,20
mux2i_1,19
ha_1,12
nand2_1,11
a211oi_1,6
a21oi_1,6
inv_1,6
nor2b_1,3
a211oi_2,2
buf_2,2
nand3b_1,2
[metal layers]
layer  vias up  part of all wire [%]  wire length, µm  global-route usage [%]
met3         2                   7.9              211                    1.57
met1       441                    46             1250                    6.06
li1        510                     -                -                       -
met4         0                   1.5               40                   0.573
met2        24                    44             1180                    6.59
met5         -                     0                0                       0
[power by group through the flow]
stage         Combinational, µW  Sequential, µW  Clock (µW)
global route                912             771         375
finish                      813             755         336
CTS                         797             754         349
[critical path, cell delays in order (launching register included)]
cell and delay, ps:
dfxtp_2 340, inv_2 60, ha_4 160, inv_1 60, clkdlybuf4s50_1 450
[cell families after synthesis]
family                     count (synthesis)
and+or+nand+nor                           44
DFF                                       25
adders and majority gates                 12
AOI/OAI and AO/OA                         19
buffers and inverters                     12
muxes                                     19
[worst max-delay path by stage]
stage | depth (start not counted) | slack, ps | endpoint | startpoint
after CTS | 4 | 30 | busy | state_q[1]
after global routing | 6 | 5 | ctr_q[0] | sck_q[1]
final | 4 | 110 | busy | state_q[0]
[layout make-up]
type,count,area (µm²)
timing repair buffer,32,309
multi-input combinational,94,701
clock inverter,1,5.00
sequential,25,504
tap,102,128
clock buffer,3,41.3
inverter,6,22.5
fill,808,5940
[layout by cell type (no fill, tap or decap), drive strengths merged]
cell type / instances
dfxtp: 25
clkdlybuf4s50: 22
nor2: 20
mux2i: 19
ha: 12
nand2: 11
buf: 9
a211oi: 9
a21oi: 6
inv: 6
nor2b: 3
clkbuf: 3
nand3b: 2
and2: 1
nand4: 1
nand2b: 1
o21ai: 1
nor3: 1
and3: 1
o211ai: 1
a22oi: 1
nor3b: 1
a31oi: 1
nand3: 1
or3b: 1
clkinv: 1
dlygate4sd2: 1
Power figures rest on the tool's default switching activity, not on a simulated workload.
